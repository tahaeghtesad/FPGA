[./design.v]
`timescale 1ns / 1ps
module OneOneOhOneDetector(clk, in, out, count, latch
    );
	 input clk;
	 input in;
	 reg [15:0] out_reg;
	 reg [12:0] count_reg;
	 output reg [15:0] out = 0;
	 output reg [12:0] count = 0;
	 output latch;
	 assign latch = timer != 0;
	 reg [3:0] states = 0;
	 parameter
		nothing = 0,
		seen1 = 1,
		seen11 = 2,
		seen110 = 3,
		seen1101 = 4;
	 reg [3:0] timer = 0;
	 always @(posedge clk) begin
	  case (states)
			nothing: states = in ? seen1 : nothing;
			seen1: states = in ? seen11 : nothing;
			seen11: states = in ? seen11 : seen110;
			seen110: states = in ? seen1101 : nothing;
			seen1101: states = in ? seen11 : nothing;
		endcase
		if (states == seen1101) begin
			out_reg[timer] = 1;
			count_reg = count_reg + 1;
		end
		if (timer == 0) begin
			states = nothing;
			out = out_reg;
			count = count_reg;
			count_reg = 0;
			out_reg = 0;			
		end
		timer = timer + 1;
	 end
endmodule
[./run.sh]
#!/bin/bash
# OpenROAD 26Q1-2900-gdf79404cd8, Yosys 0.63+post, stock flow scripts
make -C /OpenROAD-flow-scripts/flow DESIGN_CONFIG=/design/flow/config.mk WORK_HOME=/design/flow/orfs finish
[./config.mk]
export PLATFORM = sky130hd
export DESIGN_NAME = OneOneOhOneDetector
export DESIGN_NICKNAME = OneOneOhOneDetector
export VERILOG_FILES = /design/flow/design.v
export SDC_FILE = /design/flow/constraint.sdc
export NUM_CORES = 4
export LEC_CHECK = 1
export CORE_UTILIZATION = 40
[./constraint.sdc]
current_design OneOneOhOneDetector

set clk_period 3.4
set clk_io_pct 0.2

create_clock -name clk0 -period $clk_period [get_ports {clk}]

set non_clock_inputs [all_inputs -no_clocks]
set_input_delay [expr $clk_period * $clk_io_pct] -clock clk0 $non_clock_inputs
set_output_delay [expr $clk_period * $clk_io_pct] -clock clk0 [all_outputs]
==> insert_results.sql <==
-- flow metrics import
INSERT INTO impl_metrics (metric_group, metric, value, unit) VALUES
('route', 'drt-wirelength-per-cell', '12.9', 'um'),
('synth', 'simple_share', '0.150', ''),
('route', 'detail-route-antenna-nets', '0', ''),
('critical_path', 'dominant_delay_contributor_by_cell_family_on_the_critical_path', 'buffers and inverters', ''),
('clock_network', 'cts_buffer_depth', '2', ''),
('pwr', 'swShare', '0.194', ''),
('pwr', 'largest_vdd_supply_drop', '0.191', 'mV'),
('sta', 'timing.final.max_slew_violations', '0', ''),
('worst_hold_path', 'worst_hold_path_type', 'reg -> reg', ''),
('critical_path', 'critPathCaptureType', 'output pin', ''),
('synth', 'adder_share', '0.0285', ''),
('synth', 'ys_cells', '225', ''),
('synth', 'syn-mean-instance-area', '11.7', 'um2'),
('sta', 'post-route-min-period', '2750', 'ps'),
('route', 'detailedRoute.firstPassIterationCount', '4', ''),
('sta', 'worst-slew-pin-transition', '617', 'ps'),
('cells_and_area', 'largest_register_ffs', '32', ''),
('cells_and_area', 'final-comb-area', '950', 'um2'),
('critical_path', 'path_buffers', '3', ''),
('global_route', 'grt_overflow', '0', ''),
('outcome', 'status', 'complete, no violations', ''),
('route', 'remaining_drc_errors', '0', ''),
('global_route', 'grt_antenna_before_repair', '0', ''),
('synth', 'yosysChipArea', '2630', 'um2'),
('synth', 'xor_share', '0.0433', ''),
('pwr', 'p_switching', '0.000278', 'W'),
('clock_network', 'post_cts_hold_buffer_count', '0', ''),
('place', 'dp.final_hpwl', '2770', 'um'),
('pwr', 'power_frac_seq', '0.575', ''),
('cells_and_area', 'drive_gt1_frac', '0.0792', ''),
('pwr', 'power.density_cell_area', '448', 'nW/um2'),
('synth', 'postSynth.asyncResetShare', '0', ''),
('clock_network', 'clock_sinks', '66', ''),
('sta', 'skew', '7.86', 'ps'),
('synth', 'netlist-cell-type-count', '40', ''),
('route', 'postRouteWirelength', '4410', 'um'),
('sta', 'setup_repair_after_global_routing_missed_its_margin', 'no', ''),
('synth', 'synth_flops', '66', ''),
('die', 'core', '6350', 'um2'),
('pwr', 'power.total', '0.00143', 'W'),
('sta', 'fin_hold_ws', '444', 'ps'),
('cells_and_area', 'final.fill_count', '552', ''),
('critical_path', 'setup_crit_path_kind', 'reg -> out', ''),
('clock_network', 'clk_root_buffer_cell', 'clkbuf_8', ''),
('critical_path', 'critical_path.cell_chain', 'inv_1, ha_1, nand2b_1, nor2_4, clkinv_1, clkdlybuf4s50_1', ''),
('clock_network', 'cts-htree-levels', '3', ''),
('sta', 'slew-limit-headroom', '0.589', ''),
('clock_network', 'post_cts.repair.setup_buffers', '0', ''),
('die', 'fp_util', '0.415', ''),
('sta', 'setup_violations', '0', ''),
('route', 'detailedRoute.firstIterationViolations', '83', ''),
('place', 'placedCellCount', '327', ''),
('sta', 'fin_setup_tns', '0', 'ps'),
('synth', 'synth-edff-count', '29', ''),
('synth', 'syn-instance-count', '225', ''),
('pwr', 'comb_power_share', '0.003', ''),
('critical_path', 'critical-path-slowest-cell', 'dfxtp_1', ''),
('job', 'warning_count', '29', ''),
('sta', 'finalClockPeriodUsage', '0.808', ''),
('place', 'io_buffer_count', '31', ''),
('critical_path', 'slowest_delay', '530', 'ps'),
('critical_path', 'cp_data_required_time', '2720', 'ps'),
('synth', 'ys_warn_count', '1', ''),
('synth', 'synth-compound-area-share', '0.124', ''),
('route', 'n_antenna_cell', '0', ''),
('synth', 'ys_seq_frac', '0.612', ''),
('pwr', 'leak_pwr', '1.25', 'nW'),
('pwr', 'power_frac_clock', '0.422', ''),
('clock_network', 'path_clk_slew', '60', 'ps'),
('clock_network', 'tritoncts', 'built', ''),
('critical_path', 'worst_setup_path_start_kind', 'register', '');
==> final timing paths <==
kind | endpoint | slack, ps | start | depth (start not counted)
setup reg to reg | out[8]$_DFFE_PN_ | 1290 | timer[0]$_DFF_P_ | 7
hold / removal | out_reg[13]$_SDFF_PN0_ | 440 | out_reg[13]$_SDFF_PN0_ | 2
hold reg to reg | out_reg[13]$_SDFF_PN0_ | 440 | out_reg[13]$_SDFF_PN0_ | 2
setup / recovery | latch | 650 | timer[0]$_DFF_P_ | 6
==> layout make-up <==
class / count / share of cell area
clock buffers: 11 / 0.0411
clock inverters: 4 / 0.0137
inverters: 11 / 0.0129
multi-input cells: 140 / 0.297
flip-flops and latches: 66 / 0.504
well taps: 77 / 0.0301
repair buffers: 33 / 0.102
==> logic make-up after synthesis <==
kind of cell / count (synthesis)
DFF: 66
AOI/OAI and AO/OA: 47
xor gates and xnor gates: 13
buffers and inverters: 19
and+or+nand+nor: 71
adders and majority gates: 6
muxes: 3
==> cell usage in the layout, fill, tap and decap left out, drive strengths merged, types with 5 or more instances in the layout <==
master | synthesis | final
a21o | 9 | 9
a22o | 9 | 9
clkdlybuf4s50 | 0 | 31
clkbuf | 7 | 11
o21ai | 7 | 7
nor2 | 11 | 11
nand3 | 10 | 10
a21oi | 8 | 8
dfxtp | 37 | 37
and2 | 13 | 13
edfxtp | 29 | 29
o31ai | 5 | 5
xnor2 | 6 | 6
nand2 | 9 | 9
ha | 6 | 6
xor2 | 7 | 7
nor4 | 5 | 5
inv | 10 | 10
==> synth_stat cells (2+ instances only) <==
cell type / count / area (um2)
a21o_1: 9 / 67.6
a21oi_1: 8 / 40.0
a22o_1: 9 / 78.8
a31oi_1: 3 / 18.8
and2_1: 12 / 75.1
clkbuf_1: 7 / 26.3
dfxtp_1: 37 / 741
edfxtp_1: 29 / 871
ha_1: 6 / 75.1
inv_1: 10 / 37.5
mux2_2: 2 / 22.5
nand2_1: 9 / 33.8
nand2b_1: 2 / 12.5
nand3_1: 10 / 50.1
nand4_1: 3 / 18.8
nor2_1: 11 / 41.3
nor2b_1: 2 / 12.5
nor3_1: 4 / 20.0
nor3b_1: 2 / 15.0
nor4_1: 5 / 31.3
o21ai_0: 6 / 30.0
o21bai_1: 3 / 22.5
o31ai_1: 5 / 37.5
or3_1: 4 / 25.0
xnor2_1: 6 / 52.6
xor2_1: 7 / 61.3
==> worst min-delay path, cell delays in order (launching register included) <==
cell and delay, ps:
dfxtp_1 320, nand2_1 50, o31ai_1 50
==> metrics by stage <==
| stage | worst slack [ps] | util | area, um2 |
|---|---|---|---|
| 5_1_grt | 504 | 0.504 | 3200 |
| 3_3_place_gp | 544 | 0.476 | 3020 |
| 2_1_floorplan | 837 | - | 2630 |
| 3_5_place_dp | 509 | 0.476 | 3020 |
| 6_report | 654 | 0.504 | 3200 |
| 4_1_cts | 640 | 0.504 | 3200 |
==> metal layers <==
metal	part of all wire	global-route usage	up-vias
met2	0.41	0.189	32
li1	-	-	887
met4	0.028	0.0298	0
met3	0.031	0.0242	10
met5	0	0	-
met1	0.53	0.245	814
==> power by group through the flow <==
stage / clock [W] / sequential, W / combinational [W]
final: 0.000605 / 0.000823 / 0.00000448
after global routing: 0.000647 / 0.000822 / 0.00000514
after CTS: 0.000613 / 0.000823 / 0.00000452
No activity file was given, so power comes from the tool's default toggle rates.
