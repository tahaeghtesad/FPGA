[flow/design.v]
`timescale 1ns / 1ps
module BCDto7Seg(
	in , out
    );
input [3:0] in;
output reg [7:0] out;
always @(in) begin
		case (in)
			0: out = 8'b11111100;
			1: out = 8'b01100000;
			2: out = 8'b11011010;
			3: out = 8'b11110010;
			4: out = 8'b01100110;
			5: out = 8'b10110110;
			6: out = 8'b10111110;
			7: out = 8'b11100000;
			8: out = 8'b11111110;
			9: out = 8'b11110110;
			default : out = 00000000;
		endcase
end		
endmodule
`timescale 1ns / 1ps
module PISO(clk,data,out,latch
    );
	 input clk;
	 input [15:0] data;
	 output reg out;
	 output latch;
	 reg [3:0] timer = 0;
	 assign latch = timer == 0 ? 0 : 1;
	 always @(posedge clk) begin
		case (timer)
			0: out = data[7];
			1: out = data[6];
			2: out = data[5];
			3: out = data[4];
			4: out = data[3];
			5: out = data[2];
			6: out = data[1];
			7: out = data[0];
			8: out = data[15];
			9: out = data[14];
			10: out = data[13];
			11: out = data[12];
			12: out = data[11];
			13: out = data[10];
			14: out = data[9];
			15: out = data[8];
			default: ;
		endcase
		timer = timer + 1;
	end
endmodule
`timescale 1ns / 1ps
module SevenSeg_Driver(clk, binary, out, latch
    );
	 input clk;
	 input [12:0] binary;
	 output out;
	 output latch;
	 wire [15:0] piso_out [0:3];	 
 	 reg [1:0] timer = 0;
	 ToSeg to_seg(binary, piso_out[3], piso_out[2], piso_out[1], piso_out[0]);
	 PISO piso(clk, piso_out[timer], out, latch);
	 always @(posedge latch)
		timer = timer + 1;
endmodule
`timescale 1ns / 1ps
module ToSeg(
in ,out_0 ,out_1 , out_2, out_3  
  );
input [12:0] in;
output [15:0] out_0 , out_1 , out_2 , out_3;	
wire [3:0] w00 , w01, w02, w03;
wire [7:0] w10 , w11, w12, w13;
ToBCD bcd(in[12:0], w00 , w01, w02, w03);
BCDto7Seg seg0(w00 , w10);
BCDto7Seg seg1(w01 , w11);
BCDto7Seg seg2(w02 , w12);
BCDto7Seg seg3(w03 , w13);
assign out_0 = { w13[0],w13[3],w13[4],w13[6],w13[1],w13[7],w13[5],w13[2],8'b00000010 };
assign out_1 = { w12[0],w12[3],w12[4],w12[6],w12[1],w12[7],w12[5],w12[2],8'b00000100 };
assign out_2 = { w12[0],w11[3],w11[4],w11[6],w11[1],w11[7],w11[5],w11[2],8'b00010000 };
assign out_3 = { w10[0],w10[3],w10[4],w10[6],w10[1],w10[7],w10[5],w10[2],8'b00100000 };
endmodule
`timescale 1ns / 1ps
module ToBCD(
	input[12:0] in , 
	output[3:0] hezarW, sadW, dahW, yekW);
	reg [15:0] in1;
	reg[3:0] hezar, sad, dah, yek ;
	assign hezarW = hezar;
	assign sadW = sad;
	assign dahW = dah;
	assign yekW = yek;
	integer i;
	always@(in)
	begin
		in1 = {3'b000 , in[12:0] };
		hezar= 4'd0;
		sad = 4'd0;
		dah=4'd0;
		yek=4'd0;
		for(i = 15 ; i>=0 ;i=i-1)
		begin
			if(hezar>=5)
				hezar = hezar+3;
			if(sad>=5)
				sad = sad+3;
			if(dah>=5)
				dah = dah+3;
			if(yek>=5)
				yek = yek+3;	
			hezar = hezar << 1;
			hezar[0] = sad[3];
			sad = sad << 1;
			sad[0] = dah[3];
			dah = dah << 1;
			dah[0] = yek[3];
			yek = yek << 1;
			yek[0] = in1[i];	
		end
	end
endmodule 
[flow/config.mk]
export PLATFORM = sky130hd
export DESIGN_NAME = SevenSeg_Driver
export DESIGN_NICKNAME = SevenSeg_Driver
export VERILOG_FILES = /design/flow/design.v
export SDC_FILE = /design/flow/constraint.sdc
export NUM_CORES = 4
export LEC_CHECK = 1
export CORE_UTILIZATION = 40
[flow/constraint.sdc]
current_design SevenSeg_Driver

set clk_period 13.0
set clk_io_pct 0.2

create_clock -name clk0 -period $clk_period [get_ports {clk}]

set non_clock_inputs [all_inputs -no_clocks]
set_input_delay [expr $clk_period * $clk_io_pct] -clock clk0 $non_clock_inputs
set_output_delay [expr $clk_period * $clk_io_pct] -clock clk0 [all_outputs]
[flow/run.sh]
#!/bin/bash
# OpenROAD 26Q1-2900-gdf79404cd8, Yosys 0.63+post, stock flow scripts
make -C /OpenROAD-flow-scripts/flow DESIGN_CONFIG=/design/flow/config.mk WORK_HOME=/design/flow/orfs finish
==> results.yml <==
# synthesis and place-and-route metrics
final_timing:
  final.min_clock_period_ns: 13.92
  slew_headroom_pct: 63.3
  untimed_endpoints: 2
  hold_viol_final: 0
  finalSetupViolCount: 1
  finalMaxSlewViolations: 0
  rsz0062_at_grt: "yes"
  finalCritPeriodShare_pct: 107
  setup_ws_ns: -0.924
  clock_skew_ns: 0.000576
  worst_pin_slew_ns: 0.551
  fin_setup_tns_ns: -0.924
  unclocked_pins: 2
  fmax_mhz: 71.8
global_routing:
  grt_first_pass_wirelength_um: 25200
  overflow: 0
  grt_pass1_vias: 5791
  grt_start_max_net_pins: 15
  antenna_found_initial: 0
  grt_usage_pct: 22.8
synthesis:
  ys_seq_elements: 7
  syn-cell-area_um2: 5020
  synth_area_per_cell_um2: 7.52
  yosysChipArea_um2: 5020
  edf_count: 0
  synthDistinctLibCells: 103
  yosys-stat-cells: 668
  synth-warning-count: 4
  synthArstFlopShare_pct: 0
  ys_seq_share_pct: 2.79
  flop_cell: "dfxtp_1"
  netlist_instances: 668
job:
  cap_viol_max_count: 0
  tool_warnings: 74
min_path:
  hold_class: "register to register"
  hold_depth: 1
final_layout:
  area_delta_synth_final_pct: 66.6
  comb_area_um2: 5300
  fill_cells: 905
  instances_no_fill: 1142
  drive_gt1_share_pct: 49.3
  seqCellArea_um2: 140
critical_path:
  r2r-start: "piso.timer[0]$_DFF_P_"
  worst-path-buf-inv: 13
  critPathKind: "primary input to register"
  path_depth: 72
  end_kind: "register"
  r2r_end: "piso.out$_DFF_P_"
  crit_end: "piso.out$_DFF_P_"
  crit_path_start: "binary[10]"
  required_ns: 13.10
  r2r_cells: 8
  startpoint_type: "primary input"
  path_delay_family: "simple AND/OR/NAND/NOR gates"
  r2r_slack_ns: 11.09
  max_stage_delay_ns: 0.50
  cp.arrival_ns: 14.02
  cp_slowest_cell: "or4_1"
  path_max_fanout: 5
floorplanning:
  die_x_um: 114
  core-area_um2: 12100
  fp-utilization_pct: 41.5
  ios: 16
  num_rows: 40
  chipArea_um2: 13000
  die_height_um: 114
drt:
  drc: 0
  via_per_inst: 5.27
  wl_per_cell_um: 12.7
  ant_nets: 0
  drtIter0Drc: 322
  first_pass_iters: 5
  num_vias: 6018
  wl_um: 14500
  diodes: 0
status:
  status: "finished with violations"
  violations: "negative setup slack"
place:
  placed_cells: 1105
  globalplace.congestion: 0.946
  io_buffer_count: 15
  dp_hpwl_um: 11500
clock_network:
  cts_hold_buf: 0
  cts.reportedPaths.clkPinSlew_ns: 0.03
  cts_htree_levels: 1
  root_buffer: "clkbuf_16"
  clockBufferDepth: 2
  cts_buffers: 3
  cts_tree: "built"
  clk_latency_ns: 0.22
cells in the final DEF, fill, tap and decap left out, types with 5 or more instances in the layout:
cell,instances
buf_4,292
ha_1,55
inv_1,54
nor2_1,49
nand2_1,37
a21oi_1,31
o21ai_0,19
mux2i_1,18
nand3_1,15
a31oi_1,15
mux2_2,14
o211ai_1,12
ha_2,12
clkdlybuf4s50_1,12
nand2b_1,11
nor3_1,11
ha_4,11
and2_1,10
and3_1,10
a21o_1,8
inv_2,8
xnor2_2,8
nand4_1,7
o21ai_2,7
nor2b_1,7
dfxtp_1,7
a211oi_1,6
mux2i_2,6
o21ai_1,6
o22ai_1,6
mux2_4,5
o2111ai_1,5
a2111oi_2,5
xnor2_1,5
a221oi_1,5
or3_1,5
a21oi_2,5
worst min path at each step:
stage	from	to	slack [ns]
final	piso.timer[0]$_DFF_P_	piso.timer[0]$_DFF_P_	0.47
after global routing	piso.timer[0]$_DFF_P_	piso.timer[0]$_DFF_P_	0.52
after CTS	piso.timer[0]$_DFF_P_	piso.timer[0]$_DFF_P_	0.47
what timing repair did:
item / 4_1_cts / 5_1_grt
gates cloned: 0 / 0
setup endpoints to repair: 1 / 1
resized: 45 / 49
setup buffers: 24 / 9
pin swaps: 42 / 48
sequential cells by signal, indices dropped and copies added (netlist names):
name        cells
timer           2
piso.out        1
piso.timer      4
final cells by class:
class	count	share of cell area, %
Clock buffer	4	0.942
Inverter	67	3.19
Multi-Input combinational cell	587	63.4
Sequential cell	7	1.67
Tap cell	168	2.51
Timing Repair Buffer	309	28.3
metal layers:
metal / track usage, % / wire [µm] / up-vias
met4: 0.952 / 55 / 0
li1: - / - / 3153
met2: 38.4 / 6470 / 113
met3: 1.29 / 431 / 10
met5: 0 / 0 / -
met1: 33.9 / 7560 / 2742
kinds of logic after synthesis:
logic type	after synthesis	synth area share [%]
AND-OR/OR-AND	215	32.9
XOR/XNOR	18	3.59
adder cells (fa/ha/maj)	78	19.4
buffers and inverters	74	5.56
flip-flops	7	2.79
multiplexers	44	10.0
AND/OR/NAND/NOR	232	25.7
stage by stage:
step | setup WS (ns) | hold WS, ns | instance area, µm² | util [%]
2_1_floorplan | -1.48 | 0.433 | 5350 | -
5_1_grt | -1.60 | 0.516 | 8370 | 69.1
6_report | -0.924 | 0.469 | 8370 | 69.1
4_1_cts | -0.755 | 0.473 | 8070 | 66.6
3_5_place_dp | -2.03 | 0.464 | 7630 | 63.0
3_3_place_gp | -1.87 | 0.444 | 7630 | 63.0
synthesized netlist by cell type, types with 5 or more instances:
library cell	number	area, µm²
nand3_1	18	90.1
and3_1	11	68.8
inv_1	63	236
dfxtp_1	7	140
nand2b_1	14	87.6
xnor2_1	11	96.3
nor2b_1	10	62.6
ha_1	78	976
mux2i_1	20	200
o2111ai_1	6	52.6
or3_1	6	37.5
mux2_2	16	180
o31ai_1	7	52.6
o22ai_1	7	43.8
o21ai_0	25	125
a31oi_1	16	100
nand4_1	7	43.8
a221oi_1	6	52.6
a21o_1	8	60.1
a21oi_1	34	170
or4_1	5	37.5
a211oi_1	7	52.6
nor2_1	55	206
and2_1	11	68.8
clkbuf_1	6	22.5
nand2_1	40	150
o211ai_1	12	90.1
nor3_1	12	60.1
or2_2	7	43.8
o21ai_1	9	45.0
