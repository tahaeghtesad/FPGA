--- /design/flow/design.v ---
`timescale 1ns / 1ps
module Debouncer(clk, in, out
    );
	 input clk;
	 input [4:0] in;
	 output [4:0] out;
	 KeyDebouncer d0(clk,in[0],out[0]);
	 KeyDebouncer d1(clk,in[1],out[1]);
	 KeyDebouncer d2(clk,in[2],out[2]);
	 KeyDebouncer d3(clk,in[3],out[3]);
	 assign out[4] = in[4];
endmodule
module  KeyDebouncer(clk, in, out);
	input clk;
	input in;
	output reg out;
	reg [19:0] counter = 0;
	parameter length = 40000;
	always @(posedge clk) begin
		if (out == 1)
			out = 0;
		else begin
			if (in == 1) begin
				counter = counter + 1;
				if (length <= counter) begin
					if (counter < length + 1)
						out = 1;
					else
						counter = length + 1;
					end
				end
			else
				counter = 0;
		end
	end
endmodule
--- /design/flow/run.sh ---
#!/bin/bash
# OpenROAD 26Q1-2900-gdf79404cd8, Yosys 0.63+post, stock flow scripts
make -C /OpenROAD-flow-scripts/flow DESIGN_CONFIG=/design/flow/config.mk WORK_HOME=/design/flow/orfs finish
--- /design/flow/config.mk ---
export PLATFORM = sky130hd
export DESIGN_NAME = Debouncer
export DESIGN_NICKNAME = Debouncer
export VERILOG_FILES = /design/flow/design.v
export SDC_FILE = /design/flow/constraint.sdc
export NUM_CORES = 4
export LEC_CHECK = 1
export CORE_UTILIZATION = 40
--- /design/flow/constraint.sdc ---
current_design Debouncer

set clk_period 5.6
set clk_io_pct 0.2

create_clock -name clk0 -period $clk_period [get_ports {clk}]

set non_clock_inputs [all_inputs -no_clocks]
set_input_delay [expr $clk_period * $clk_io_pct] -clock clk0 $non_clock_inputs
set_output_delay [expr $clk_period * $clk_io_pct] -clock clk0 [all_outputs]
==> CHANGELOG.md <==
### Physical design

- Synth Area per Inst: 9.99 µm²
- Leakage: 1.95 nW
- Cell area power density: 223 nW/µm²
- Cell Chain, Critical Path: and4_1 > nand4_2 > or4_1 > a21o_1 > a211oi_2 > nor3_1
- Vias per inst: 5.58
- Hold depth: 2
- Hold Path Class: flop to flop
- Dpl ws: 2.63 ns
- Ys cells: 556
- # diodes: 0
- Largest net degree at the start of global routing: 21
- Largest family of logic cells by area: simple AND/OR/NAND/NOR gates
- Post-route cell area: 6030 µm²
- Dpl cell area: 5760 µm²
- Max IR drop VDD: 0.166 mV
- Unique cell type count in the Yosys netlist: 70
- CP endpoint kind: flop
- Min Hold Slack: 0.538 ns
- Flops after synth: 84
- WS Path Type: flop to flop
- Clock Tree Buf Depth: 2
- Hpwl dp: 6880 µm
- Fin util: 0.450
- Yosys aoi share: 0.118
- Final Skew: 0.00606 ns
- Vias post-DR: 4138
- Core Box Area: 13400 µm²
- Horizontal die size: 120 µm
- CTS tree: built
- Die height: 120 µm
- Mapped Area: 5560 µm²
- Total Power: 1.35 mW
- Critical path depth in cells: 6
- Final WL: 10400 µm
- Post-CTS Resized: 0
- Drc violations: 0
- Outcome: complete, no violations
- Simple-gate share of the synthesized area: 0.276
- First-pass GRT wire length: 17900 µm
- Post-synth seq share: 0.447
- OpenROAD warning count: 29
- Reg2Reg Depth: 6
- Startpoint types: flop
- Yosys stat chip area: 5560 µm²
- CTS root buffer: clkbuf_16
- Commonest Layout Cell: edfxtp_1
- FFs w/ async S/R, synth: 0
- Flip-flops with a built-in enable: 80
- MaxCap Viol Count: 0
- Total Neg Setup Slack: 0 ns
- Clk pin slew, worst setup/hold paths: 0.06 ns
- Drt pass-1 iters: 5
- WL per Instance: 14.0 µm
- Slowest-stage cell, CP: a211oi_2
- Chip footprint: 14400 µm²
- Fin crit period: 3.03 ns
- Layout area overhead: 8.58%
- Starting Density: 0.415
- CP max stage delay: 0.68 ns
- Slew Viols, Final: 0
- Slew HR: 0.462
- Crit path DRT: 5.65 ns
- CTS Buf Count: 9
- Ratio of final minimum period to clock period: 0.542
- XOR/XNOR Area Share: 0.0867
- GPL Wtd Cong: 0.937
- Adder share: 0.0180
- Main flop type: edfxtp_1
- Final worst setup slack: 2.57 ns
- Top logic cells by instance count in the layout: 80 x edfxtp_1, 46 x nand2_1, 41 x nor3_1
- I/O Buffers: 8
- Setup Fix Bufs, Post-CTS: 0
- Post-CTS Hold Fix Bufs: 0
- Fin. Hold Viols: 0
- Non-Filler Instances: 741
- Post-synth mux share: 0.00923
- Initial antenna violation count: 0
- Placed insts: 726
- FP Rows: 42
- Number of synthesis warnings: 1
- Io pins: 11
- # setup viols final: 0
- Initial DRC count: 295
- Data arrival time of the critical path: 3.08 ns
- Clk sinks: 84
- H-tree Lvls: 3
- Share of cells above drive strength 1: 0.0655
- Via count of the first global-routing pass: 3785
- Unrepaired setup endpoints after global routing: false
- CP Max Fanout: 11
- Insertion Delay late pin: 0.33 ns
- FMAX: 330 MHz
- Worst slew pin tran: 0.807 ns
- Final ANT Viol Nets: 0
- CP delay by family, top: simple AND/OR/NAND/NOR gates
- GRT overflow: 0
- Worst path bufs/invs: 0
- GRT Total Usage: 0.159
- Syn Inst Count: 556
power by group:
| group | leakage [nW] | total (mW) | switching, mW | internal [mW] |
|---|---|---|---|---|
| registers | 0.950 | 0.723 | 0.0207 | 0.702 |
| clock network | 0.132 | 0.563 | 0.224 | 0.339 |
| logic | 0.868 | 0.0625 | 0.0351 | 0.0274 |
logic make-up after synthesis:
group                      Yosys count
and+or+nand+nor                    262
AOI/OAI and AO/OA                   90
DFF                                 84
xor gates and xnor gates            55
buffers and inverters               51
adders and majority gates            8
muxes                                5
other                                1
worst register-to-register path: stages (launching register included):
cell and delay, ns:
edfxtp_1 0.55, and4_1 0.41, nand4_2 0.24, or4_1 0.52, a21o_1 0.21, a211oi_2 0.68, nor3_1 0.14
layout make-up:
| cell class | count | area [µm²] |
|---|---|---|
| clock inverters | 4 | 41.3 |
| flip-flops and latches | 84 | 2480 |
| inverters | 20 | 75.1 |
| multi-input cells | 436 | 2890 |
| fillers | 1251 | 7370 |
| repair buffers | 10 | 95.1 |
| well taps | 176 | 220 |
| clock buffers | 11 | 233 |
cell usage after synthesis, types with 9 or more instances:
cell type / number / share of area
a21oi_1: 14 / 0.013
nor4_1: 16 / 0.018
clkbuf_1: 13 / 0.0088
xnor2_1: 33 / 0.052
nor3_1: 41 / 0.037
buf_2: 9 / 0.0081
nand4_1: 21 / 0.024
nor2_1: 27 / 0.018
nand3_1: 33 / 0.030
nand2_1: 46 / 0.031
edfxtp_1: 80 / 0.43
and3_1: 13 / 0.015
inv_1: 20 / 0.014
o31a_1: 9 / 0.014
xor2_1: 22 / 0.035
o21a_1: 14 / 0.019
o21ai_0: 11 / 0.0099
path summary, 6_finish.rpt:
kind / start / endpoint / slack [ns]
hold reg to reg: d1.out / d1.out / 0.54
hold / removal: d1.out / d1.out / 0.54
setup / recovery: d2.counter[6] / d2.counter[7] / 2.57
setup reg to reg: d2.counter[6] / d2.counter[7] / 2.57
sequential cells by signal, summed over array words and instances, names as in the netlist:
register and cells:
d3.out 1, d2.counter 20, d3.counter 20, d1.counter 20, d0.out 1, d0.counter 20, d1.out 1, d2.out 1
metal layers:
layer,up-vias,global-route usage,share of wire,wire length [µm]
met3,6,0.0301,0.048,497
li1,2104,-,-,-
met5,-,0,0,0
met4,0,0.0250,0.0098,102
met2,98,0.234,0.44,4610
met1,1930,0.261,0.50,5160
Power is estimated from default activity; no workload was simulated.
